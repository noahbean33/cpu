==> flow/design.v <==
package cvw;
typedef struct packed {
  int           XLEN;      
  logic         IEEE754;   
  int           MISA;      
  int           AHBW;      
  int           RAM_LATENCY;  
  logic         BURST_EN;  
  logic         ZICSR_SUPPORTED;
  logic         ZIFENCEI_SUPPORTED;
  logic [11:0]  COUNTERS;
  logic         ZICNTR_SUPPORTED;
  logic         ZIHPM_SUPPORTED;
  logic         ZFH_SUPPORTED;
  logic         ZFA_SUPPORTED;
  logic         SSTC_SUPPORTED;
  logic         VIRTMEM_SUPPORTED;
  logic         SVPBMT_SUPPORTED;
  logic         SVNAPOT_SUPPORTED;
  logic         SVINVAL_SUPPORTED;
  logic         SVADU_SUPPORTED;
  logic         SV32_SUPPORTED;
  logic         SV39_SUPPORTED;
  logic         SV48_SUPPORTED;
  logic         SV57_SUPPORTED;
  logic         VECTORED_INTERRUPTS_SUPPORTED;
  logic         BIGENDIAN_SUPPORTED;
  logic         ZMMUL_SUPPORTED;
  logic         ZICBOM_SUPPORTED;
  logic         ZICBOZ_SUPPORTED;
  logic         ZICBOP_SUPPORTED;
  logic         ZICCLSM_SUPPORTED;
  logic         ZICOND_SUPPORTED;
  logic         ZAAMO_SUPPORTED;
  logic         ZALRSC_SUPPORTED;
  logic         BUS_SUPPORTED;
  logic         DCACHE_SUPPORTED;
  logic         ICACHE_SUPPORTED;
  int           ITLB_ENTRIES;
  int           DTLB_ENTRIES;
  int           DCACHE_NUMWAYS;
  int           DCACHE_WAYSIZEINBYTES;
  int           DCACHE_LINELENINBITS;
  int           ICACHE_NUMWAYS;
  int           ICACHE_WAYSIZEINBYTES;
  int           ICACHE_LINELENINBITS;
  int           CACHE_SRAMLEN;
  int           IDIV_BITSPERCYCLE;
  logic         IDIV_ON_FPU;
  int           PMP_ENTRIES;
  int           PMP_G;  
  logic [63:0]  RESET_VECTOR;
  int           WFI_TIMEOUT_BIT;
  logic         DTIM_SUPPORTED;
  logic [63:0]  DTIM_BASE;
  logic [63:0]  DTIM_RANGE;
  logic         IROM_SUPPORTED;
  logic [63:0]  IROM_BASE;
  logic [63:0]  IROM_RANGE;
  logic         BOOTROM_SUPPORTED;
  logic [63:0]  BOOTROM_BASE;
  logic [63:0]  BOOTROM_RANGE;
  logic         BOOTROM_PRELOAD;
  logic         UNCORE_RAM_SUPPORTED;
  logic [63:0]  UNCORE_RAM_BASE;
  logic [63:0]  UNCORE_RAM_RANGE;
  logic         UNCORE_RAM_PRELOAD;
  logic         EXT_MEM_SUPPORTED;
  logic [63:0]  EXT_MEM_BASE;
  logic [63:0]  EXT_MEM_RANGE;
  logic         CLINT_SUPPORTED;
  logic [63:0]  CLINT_BASE;
  logic [63:0]  CLINT_RANGE;
  logic         GPIO_SUPPORTED;
  logic [63:0]  GPIO_BASE;
  logic [63:0]  GPIO_RANGE;
  logic         UART_SUPPORTED;
  logic [63:0]  UART_BASE;
  logic [63:0]  UART_RANGE;
  logic         PLIC_SUPPORTED;
  logic [63:0]  PLIC_BASE;
  logic [63:0]  PLIC_RANGE;
  logic         SDC_SUPPORTED;
  logic [63:0]  SDC_BASE;
  logic [63:0]  SDC_RANGE;
  logic         SPI_SUPPORTED;
  logic [63:0]  SPI_BASE;
  logic [63:0]  SPI_RANGE;
  logic         GPIO_LOOPBACK_TEST;
  logic         SPI_LOOPBACK_TEST;
  int           UART_PRESCALE ;
  int           PLIC_NUM_SRC;
  logic         PLIC_NUM_SRC_LT_32;
  int           PLIC_GPIO_ID;
  int           PLIC_UART_ID;
  int           PLIC_SPI_ID;
  int           PLIC_SDC_ID;
  logic                BPRED_SUPPORTED;
  logic [31:0]         BPRED_TYPE;
  int                  BPRED_NUM_LHR;
  int                  BPRED_SIZE;
  int                  BTB_SIZE;
  int                  RAS_SIZE;
  logic                INSTR_CLASS_PRED;  
  int           RADIX;
  int           DIVCOPIES;
  logic         ZBA_SUPPORTED;
  logic         ZBB_SUPPORTED;
  logic         ZBC_SUPPORTED;
  logic         ZBS_SUPPORTED;
  logic         ZCA_SUPPORTED;
  logic         ZCB_SUPPORTED;
  logic         ZCD_SUPPORTED;
  logic         ZCF_SUPPORTED;
  logic         ZBKB_SUPPORTED;
  logic         ZBKC_SUPPORTED;
  logic         ZBKX_SUPPORTED;
  logic         ZKND_SUPPORTED;
  logic         ZKNE_SUPPORTED;
  logic         ZKNH_SUPPORTED;
  logic         ZKN_SUPPORTED;
  logic         USE_SRAM;
  logic [1:0] M_MODE ;
  logic [1:0] S_MODE ;
  logic [1:0] U_MODE ;
  int VPN_SEGMENT_BITS;
  int VPN_BITS;
  int PPN_BITS;
  int PA_BITS;
  int SVMODE_BITS;
  int ASID_BASE;
  int ASID_BITS;
  logic [3:0] NO_TRANSLATE;
  logic [3:0] SV32;
  logic [3:0] SV39;
  logic [3:0] SV48;
  logic [3:0] SV57;
  logic A_SUPPORTED;
  logic B_SUPPORTED;
  logic C_SUPPORTED;
  logic D_SUPPORTED;
  logic E_SUPPORTED;
  logic F_SUPPORTED;
  logic I_SUPPORTED;
  logic M_SUPPORTED;
  logic Q_SUPPORTED;
  logic S_SUPPORTED;
  logic U_SUPPORTED;
  int LOG_XLEN;
  int PMPCFG_ENTRIES;
  int         Q_LEN;
  int         Q_NE;
  int         Q_NF;
  int         Q_BIAS;
  logic [1:0] Q_FMT;
  int         D_LEN;
  int         D_NE;
  int         D_NF;
  int         D_BIAS;
  logic [1:0] D_FMT;
  int         S_LEN;
  int         S_NE;
  int         S_NF;
  int         S_BIAS;
  logic [1:0] S_FMT;
  int         H_LEN;
  int         H_NE;
  int         H_NF;
  int         H_BIAS;
  logic [1:0] H_FMT;
  int         FLEN;
  int         LOGFLEN;
  int         NE  ;
  int         NF  ;
  logic [1:0] FMT ;
  int         BIAS;
  int         FPSIZES;
  int         FMTBITS;
  int         LEN1 ;
  int         NE1  ;
  int         NF1  ;
  logic [1:0] FMT1 ;
  int         BIAS1;
  int         LEN2 ;
  int         NE2  ;
  int         NF2  ;
  logic [1:0] FMT2 ;
  int         BIAS2;
  int CVTLEN;
  int LLEN;
  int LOGCVTLEN;
  int NORMSHIFTSZ;
  int LOGNORMSHIFTSZ;
  int FMALEN;
  int LOGR       ;
  int RK         ;
  int FPDUR      ;
  int DURLEN     ;
  int DIVb       ;
  int DIVBLEN    ;
  int INTDIVb    ;
} cvw_t;
endpackage
package risc_pkg;
    typedef enum logic [6:0] {
        OPCODE_R_TYPE = 7'h33,
        OPCODE_I_LOAD = 7'h03,
        OPCODE_I_ALU  = 7'h13,
        OPCODE_I_JALR = 7'h67,
        OPCODE_S_TYPE = 7'h23,
        OPCODE_B_TYPE = 7'h63,
        OPCODE_LUI    = 7'h37,
        OPCODE_AUIPC  = 7'h17,
        OPCODE_JAL    = 7'h6F
    } opcode_t;
    typedef enum logic [3:0] {
        ADD,
        SUB,
        SLL,
        SLT,
        SLTU,
        XOR,
        SRL,
        SRA,
        OR,
        AND
    } alu_op_t;
    typedef enum logic [1:0] {
        BYTE      = 2'b00,
        HALF_WORD = 2'b01,
        WORD      = 2'b11
    } mem_size_t;
    typedef enum logic [2:0] {
        B_BEQ  = 3'h0,
        B_BNE  = 3'h1,
        B_BLT  = 3'h4,
        B_BGE  = 3'h5,
        B_BLTU = 3'h6,
        B_BGEU = 3'h7
    } b_type_instr_t;
    typedef enum logic [3:0] {
        R_ADD  = 4'h0,
        R_SUB  = 4'h8,
        R_SLL  = 4'h1,
        R_SLT  = 4'h2,
        R_SLTU = 4'h3,
        R_XOR  = 4'h4,
        R_SRL  = 4'h5,
        R_SRA  = 4'hD,
        R_OR   = 4'h6,
        R_AND  = 4'h7
    } r_type_instr_t;
    typedef enum logic [3:0] {
        I_LB        = 4'h0,
        I_LH        = 4'h1,
        I_LW        = 4'h2,
        I_LBU       = 4'h4,
        I_LHU       = 4'h5,
        I_ADDI      = 4'h8,
        I_SLTI      = 4'hA,
        I_SLTIU     = 4'hB,
        I_XORI      = 4'hC,
        I_ORI       = 4'hE,
        I_ANDI      = 4'hF,
        I_SLLI      = 4'h9,
        I_SRLI_SRAI = 4'hD   
    } i_type_instr_t;
    typedef enum logic [2:0] {
        S_SB = 3'h0,
        S_SH = 3'h1,
        S_SW = 3'h2
    } s_type_instr_t;
    typedef enum logic [1:0] {
        WB_SRC_ALU = 2'b00,
        WB_SRC_MEM = 2'b01,
        WB_SRC_IMM = 2'b10,
        WB_SRC_PC  = 2'b11
    } wb_src_t;
    typedef struct packed {
        logic      mem_valid;          
        logic      mem_write;          
        mem_size_t mem_size;           
        logic      load_zero_extend;   
        logic      rf_write_enable;    
        logic      pc_src_select;      
        logic      alu_src_a_select;   
        logic      alu_src_b_select;   
        wb_src_t   wb_src;             
        alu_op_t   alu_op;             
    } control_t;
endpackage
module clmul #(parameter WIDTH=32) (
  input  logic [WIDTH-1:0] X, Y,              
  output logic [WIDTH-1:0] ClmulResult);      
  logic [(WIDTH*WIDTH)-1:0] S;                
  integer i,j;
  always_comb begin
    for (i=0;i<WIDTH;i++) begin : outer
      S[WIDTH*i] = X[0] & Y[i];
      for (j=1;j<=i;j++) begin : inner
        S[WIDTH*i+j] = (X[j] & Y[i-j]) ^ S[WIDTH*i+j-1];
      end
      ClmulResult[i] = S[WIDTH*i+j-1];
    end
  end
endmodule
==> flow/run.sh <==
#!/bin/bash
# OpenROAD 26Q1-2900-gdf79404cd8, Yosys 0.63+post, stock flow scripts
make -C /OpenROAD-flow-scripts/flow DESIGN_CONFIG=/design/flow/config.mk WORK_HOME=/design/flow/orfs finish
==> flow/config.mk <==
export PLATFORM = sky130hd
export DESIGN_NAME = clmul
export DESIGN_NICKNAME = clmul
export VERILOG_FILES = /design/flow/design.v
export SDC_FILE = /design/flow/constraint.sdc
export NUM_CORES = 4
export LEC_CHECK = 1
export CORE_UTILIZATION = 50
==> flow/constraint.sdc <==
current_design clmul

set clk_period 3.3
set clk_io_pct 0.2

create_clock -name clk0 -period $clk_period

set non_clock_inputs [all_inputs -no_clocks]
set_input_delay [expr $clk_period * $clk_io_pct] -clock clk0 $non_clock_inputs
set_output_delay [expr $clk_period * $clk_io_pct] -clock clk0 [all_outputs]
==> results_slide.txt <==
Flow Results at a Glance

Power and ir drop
  • Worst IR drop on VDD: 243 µV
  • Leak: 4.91 nW
  • Pwr/cell area: 290 nW/µm²

Drt
  • Ant diodes: 0
  • DR pass1 iterations: 23
  • Initial DRC Count: 1514
  • Antenna viol nets, final: 0
  • WL/cell: 25.3 µm
  • Routed WL: 38500 µm
  • Routed vias: 9240
  • Drt via density: 6.06
  • Residual DRC count: 0

Yosys
  • Post-Synthesis Cells: 1124
  • Yosys xor share: 61.9%
  • Top cells, area: xnor2_1 (47%), nand2_1 (28%), xor2_1 (14%), buf_4 (3.5%), buf_2 (3.4%)
  • Yosys stat area: 7030 µm²
  • Unique cell types: 9
  • Syn avg cell area: 6.25 µm²
  • Synth area leader: xnor2_1
  • Comb area leader: XOR/XNOR gates
  • Complex Gates by Area: 0%
  • Yosys adder share: 0%
  • Multiplexer share: 0%
  • Post-synthesis simple-gate area fraction: between 20% and 30%
  • Syn Std Cell Area: 7030 µm²
  • Area leader share: 47.3%
  • Synth Seq Share: 0%
  • Synth warn: 1
  • Yosys Instances: 1124

Final timing
  • Final setup vio count: 1
  • Fin. max-slew vios: 0
  • Worst-Margin Slew: between 0.3 and 0.4 ns
  • Hold slack: roughly 2.2 ns
  • Fmax: 302 MHz
  • Final setup margin: -0.00607 ns
  • Final period util: 100%
  • Hold Fails Final Rpt: 0
  • Relative slew slack: 77.3%
  • Tmin final: 3.31 ns

Place
  • Post-DP Area: 9240 µm²
  • Detailed placement HPWL: 17200 µm
  • Placer Congestion: around 0.94
  • IO Port Bufs: 96

GRT
  • Most Crowded Layer GR: met2
  • Total Routing Usage GR: 50.8%
  • Met1 usage: 58.3%
  • GR met2 Demand/Resource: 71.6%
  • Initial antenna violation count: 1
  • Largest net degree at the start of global routing: 16
  • Vias in the first global route: 8677
  • Grt ovf: 0
  • M3 GR Usage: a little over a quarter
  • First-pass GRT wire length: around 53000 µm

Layout
  • Fin util: 82.4%
  • Fillers: about 750
  • Num sequential: 0
  • Fin area: ~11000 µm²
  • Share of layout cells above drive strength 1: a little under a quarter
  • Flip-flop and latch area: 0 µm²
  • Area growth, synth to finish: 57.6%
  • Most frequent cells in the layout: nand2_1 (523), xnor2_1 (349), xor2_1 (111), buf_4 (111), buf_12 (65)
  • Clkbuf count: 0
  • Top cell excl fill/tap: nand2_1

Floorplan
  • Top Ports: about 96
  • Die height: 121 µm
  • Core Footprint: 13500 µm²
  • Die W: 121 µm
  • Floorplan utilization: a little over half
  • Placement Rows: 42
  • Die area: 14500 µm²

Worst hold path
  • Hold WC Path Type: primary input to primary output
  • Worst hold path depth: 8

Setup path
  • Slowest cell on crit path: clkdlybuf4s50_1
  • Worst Setup EP: ClmulResult[29]
  • Worst EP required: 2.64 ns
  • Crit-path max FO: 11
  • Crit path kind: primary input to primary output
  • CP startpoint: Y[3]
  • Worst path max stage delay: about 0.48 ns
  • Worst-path cell chain: dlygate4sd2_1 -> buf_12 -> nand2_1 -> xnor2_1 -> xnor2_1 -> xnor2_1 -> xnor2_1 -> xnor2_1 -> clkdlybuf4s50_1
  • Startpoint Class: primary input
  • Worst path arrival time: 2.65 ns
  • Crit path top cell by count: xnor2_1
  • CP endpoint kind: primary output

Run status
  • Failing checks: negative setup slack
  • Outcome: complete, but fails checks

Flow run
  • Tool warnings: 32
  • Max cap viols: 0

Clocking
  • Post-CTS Hold Buffers: 0
worst max-delay path: cells and delay by family:
kind	cells	cell delay (ns)
xor+xnor	5	0.94
buf+inv	3	0.94
simple gates	1	0.09
metrics by stage:
step | setup slack [ns] | total power, mW | std cells | setup TNS [ns]
global route | -0.00957 | 3.35 | 1526 | -0.0295
CTS | 0.000431 | 3.08 | 1519 | 0
finish | -0.00607 | 3.22 | 1526 | -0.00607
global placement | -0.265 | 2.82 | 1436 | -4.67
detailed placement | -0.268 | 2.82 | 1436 | -4.83
floorplan | 0.923 | 1.64 | 1124 | 0
routing by layer:
metal,wire [µm],vias up
li1,-,3758
met1,12600,4065
met2,14600,973
met3,6810,442
met4,4450,2
met5,37,-
report_power, final:
group | total, mW | switching, mW | internal, mW
registers | 0 | 0 | 0
logic | 3.22 | 1.36 | 1.86
clock network | 0 | 0 | 0
total | 3.22 | 1.36 | 1.86
worst min path at each step:
| stage | start | end | slack [ns] |
|---|---|---|---|
| 5_1_grt | Y[0] | ClmulResult[0] | 2.29 |
| 4_1_cts | Y[0] | ClmulResult[0] | 2.46 |
| 6_report | Y[7] | ClmulResult[22] | 2.24 |
Yosys cell counts:
cell type / instances
buf_4: 33
buf_2: 48
and2_1: 1
xnor2_2: 1
clkbuf_1: 1
buf_6: 18
nand2_1: 527
xnor2_1: 380
xor2_1: 115
area by class of cell:
| cell class | instances | area [µm²] | share of cell area, % |
|---|---|---|---|
| multi-input combinational | 1024 | 6610 | 59.6 |
| timing repair buffer | 326 | 4250 | 38.4 |
| tap | 176 | 220 | 1.99 |
logic make-up (layout without fill, tap and decap cells):
family | count (synthesis) | after routing
xor+xnor | 496 | 496
buf+inv | 100 | 326
simple gates | 528 | 528
what timing repair did:
action,CTS,global route
setup buffers,47,6
cloned,36,1
pin swaps,74,90
resized,130,109
setup endpoints to repair,30,22
No activity file was given, so power comes from the tool's default toggle rates.
